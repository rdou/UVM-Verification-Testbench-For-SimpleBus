==> design.v <==
module dut(clk,rst_n,bus_cmd_valid,bus_op,bus_addr,bus_wr_data,bus_rd_data,rxd,rx_dv,txd,tx_en);
input          clk;
input          rst_n;
input          bus_cmd_valid;
input          bus_op;
input  [15:0]  bus_addr;
input  [15:0]  bus_wr_data;
output [15:0]  bus_rd_data;
input  [7:0]   rxd;
input          rx_dv;
output [7:0]   txd;
output         tx_en;
reg[7:0] txd;
reg tx_en;
reg invert;
always @(posedge clk) begin
   if(!rst_n) begin
      txd <= 8'b0;
      tx_en <= 1'b0;
   end
   else if(invert) begin
      txd <= ~rxd;
      tx_en <= rx_dv;
   end
   else begin
      txd <= rxd;
      tx_en <= rx_dv;
   end
end
always @(posedge clk) begin
   if(!rst_n)
      invert <= 1'b0;
   else if(bus_cmd_valid && bus_op) begin
      case(bus_addr)
         16'h9: begin
            invert <= bus_wr_data[0];
         end
         default: begin
         end
      endcase
   end
end
reg [15:0]  bus_rd_data;
always @(posedge clk) begin
   if(!rst_n)
      bus_rd_data <= 16'b0;
   else if(bus_cmd_valid && !bus_op) begin
      case(bus_addr)
         16'h9: begin
            bus_rd_data <= {15'b0, invert};
         end
         default: begin
            bus_rd_data <= 16'b0;
         end
      endcase
   end
end
endmodule : dut
==> run.sh <==
#!/bin/bash
# OpenROAD 26Q1-2900-gdf79404cd8, Yosys 0.63+post, stock flow scripts
make -C /OpenROAD-flow-scripts/flow DESIGN_CONFIG=/design/flow/config.mk WORK_HOME=/design/flow/orfs finish
==> config.mk <==
export PLATFORM = sky130hd
export DESIGN_NAME = dut
export DESIGN_NICKNAME = dut
export VERILOG_FILES = /design/flow/design.v
export SDC_FILE = /design/flow/constraint.sdc
export NUM_CORES = 4
export LEC_CHECK = 1
export CORE_AREA = 10 10 70 70
export DIE_AREA = 0 0 80 80
==> constraint.sdc <==
current_design dut

set clk_period 1.5
set clk_io_pct 0.2

create_clock -name clk0 -period $clk_period [get_ports {clk}]

set non_clock_inputs [all_inputs -no_clocks]
set_input_delay [expr $clk_period * $clk_io_pct] -clock clk0 $non_clock_inputs
set_output_delay [expr $clk_period * $clk_io_pct] -clock clk0 [all_outputs]
==> results.cfg <==
; yosys + openroad results
[finish]
postLayoutCoreUtil = 0.2839
drive_gt1_frac = 0.04040
final_cells = 145
area_growth_pct = 71.84
fillers = 376
area.combinational_um2 = 271.5
final_cell_area_um2 = 969.7
regArea_um2 = 220.2

[min_path]
min_from = bus_rd_data[0]$_SDFFE_PN0P_
hold_path.class = reg -> reg
min_to = bus_rd_data[0]$_SDFFE_PN0P_
worstHoldPathCells = 2

[synthesis]
numSynthFlops = 11
synth_top_area_share = 0.3902
synth_cell_types = 18
top_area_cell = dfxtp_1
synthTopCellsByArea = dfxtp_1 (39%), buf_4 (20%), xor2_1 (12%), and2_1 (10%), nor4b_1 (3.1%)
syn_area_um2 = 564.3
syn-instance-count = 59
synth_chip_area_um2 = 564.3
ys_cells = 59
yosysWarnings = 1
syn_area_per_cell_um2 = 9.564
synth-seq-area-share = 0.3902

[routing]
ant_nets = 0
viasPerCell = 3.276
post_drt_wl_per_cell_um = 10.72
first_pass_iters = 4
drt_wl_total_mm = 1.555
drc = 0
drt_iter0_markers = 13
vias = 475
antennaDiodeCount = 0

[placement]
dp.cells = 141
place_congestion = 0.6368
dp_hpwl_mm = 1.415
preCtsSetupSlack_ps = -109.2
place_area_um2 = 943.4
portBuffers = 39

[timing]
hold-worst-slack_ps = 488.8
relSlewSlack = 0.6633
slew_viol_final = 0
fin_ws_ps = 151.4
fin_crit_sh = 0.8991
finClkSkew_ps = 2.814
tightest_slew_ps = 504.3
setup_viol = 0
fmax_mhz = 741.5
period_needed_ps = 1349
rsz0062_at_grt = no
hold_violations = 0

[power_and_ir_drop]
irDropWorstVdd_uv = 182.7
leakage_nw = 0.4086
power_density_nw_per_um2 = 643.8

[setup_path]
cp_slowest_cell = clkdlybuf4s50_1
path_class = reg -> out
cp-start-kind = register
r2r_cells = 2
reg2reg_from = invert$_SDFFE_PN0P_
worst_ep_arrival_time_ps = 1050
crit_family = buffers and inverters
rr_endpoint = txd[6]$_SDFF_PN0_
crit_chain = clkdlybuf4s50_1
rrSetupSlack_ps = 470
cpPeakStageDelay_ps = 470
crit_fanout = 2
worstPathRequired_ps = 1200
critPathBufInv = 1
endpoint_kind = primary output

[global_routing]
grt_antenna_before_repair = 0
grt_pass1_vias = 560
grt_start_max_net_pins = 13
grt_usage = 0.04496
grt_pass1_wl_mm = 2.380
overflow = 0

[clock_network]
clk_pin_slew_worst_paths_ps = 70
cts_setup_buffers = 0
htree_levels = 1
cts.sinks = 11
cts.repair.resized = 0
cts_tree = built
cts_inserted_buffers = 3
cts_hold_buf = 0
clockBufferDepth = 2
clkLatencyLatePin_ps = 260
cts_root_buf = clkbuf_4

[floorplanning]
rows = 21
die_h_um = 80
io_pins = 70
coreArea_um2 = 3416
dieArea_um2 = 6400
fp.dieW_um = 80
fp_util = 0.1652

[run]
warning_count = 40
cap_viol_max_count = 0

[run_status]
outcome = complete, no violations
-- sequential cells by signal, indices dropped and copies added (netlist names) --
register	cells
tx_en	1
bus_rd_data	1
invert	1
txd	8
-- metrics by stage --
step	power (mW)	TNS (ps)
2_1_floorplan	0.3587	0
3_3_place_gp	0.4422	-109.3
3_5_place_dp	0.4431	-198.4
4_1_cts	0.6404	0
5_1_grt	0.6730	0
6_report	0.6242	0
-- kinds of logic (layout without fill, tap and decap cells) --
| kind of cell | after synthesis | in the layout | share of synthesized area |
|---|---|---|---|
| and+or+nand+nor | 18 | 18 | 0.2173 |
| muxes | 1 | 1 | 0.01774 |
| buffers and inverters | 18 | 44 | 0.2217 |
| DFF | 11 | 11 | 0.3902 |
| AOI/OAI and AO/OA | 2 | 2 | 0.02217 |
| other | 1 | 15 | 0.006646 |
| xor gates and xnor gates | 8 | 8 | 0.1242 |
-- final cells by class --
| class | instances | share of cell area |
|---|---|---|
| clock buffers | 4 | 0.02710 |
| inverters | 1 | 0.003871 |
| repair buffers | 39 | 0.4026 |
| flip-flops and latches | 11 | 0.2271 |
| well taps | 46 | 0.05935 |
| multi-input cells | 44 | 0.2800 |
-- worst max-delay path by stage --
stage                      startpoint              to  slack, ps  depth (start not counted)
4_1_cts   bus_rd_data[0]$_SDFFE_PN0P_  bus_rd_data[0]        120                          1
5_1_grt   bus_rd_data[0]$_SDFFE_PN0P_  bus_rd_data[0]         90                          1
6_report  bus_rd_data[0]$_SDFFE_PN0P_  bus_rd_data[0]        150                          1
-- cell usage after synthesis --
cell,n
conb_1,1
nor4b_1,2
nand3_1,1
a21boi_1,1
nor4_2,1
nand4b_1,1
buf_4,15
nand2_1,2
nor4_1,1
buf_2,1
dfxtp_1,11
xor2_1,8
and4_1,1
and2_1,9
inv_1,1
o21ai_0,1
mux2i_1,1
clkbuf_1,1
-- worst register-to-register path, delay by kind of cell, from the launching register on --
kind	cells	cell delay [ps]
xor gates and xnor gates	1	120
DFF	1	640
and+or+nand+nor	1	170
-- where the power goes --
group / total, mW / internal [mW] / switching, mW
logic: 0.125 / 0.0985 / 0.0263
registers: 0.308 / 0.305 / 0.00287
clock network: 0.192 / 0.103 / 0.0892
-- per-layer routing --
metal  vias up  wire (um)  track usage
met5         -          0            0
met4         0         31      0.01408
met3         2        226      0.02273
met2        36        715      0.07464
met1       198        582      0.04868
li1        239          -            -
-- cells in the final DEF (no fill, tap or decap) --
| cell type | count |
|---|---|
| a21boi_1 | 1 |
| and2_1 | 9 |
| and4_1 | 1 |
| clkbuf_1 | 1 |
| clkbuf_4 | 3 |
| clkdlybuf4s50_1 | 39 |
| conb_1 | 15 |
| dfxtp_1 | 11 |
| inv_1 | 1 |
| mux2i_1 | 1 |
| nand2_1 | 2 |
| nand3_1 | 1 |
| nand4b_1 | 1 |
| nor4_1 | 1 |
| nor4_2 | 1 |
| nor4b_1 | 2 |
| o21ai_0 | 1 |
| xor2_1 | 8 |
Power is estimated from default activity; no workload was simulated.
